### run.sh
#!/bin/bash
# OpenROAD 26Q1-2900-gdf79404cd8, Yosys 0.63+post, stock flow scripts
make -C /OpenROAD-flow-scripts/flow DESIGN_CONFIG=/design/flow/config.mk WORK_HOME=/design/flow/orfs finish
### config.mk
export PLATFORM = sky130hd
export DESIGN_NAME = downcount
export DESIGN_NICKNAME = downcount
export VERILOG_FILES = /design/flow/design.v
export SDC_FILE = /design/flow/constraint.sdc
export NUM_CORES = 4
export LEC_CHECK = 1
export CORE_AREA = 10 10 74 74
export DIE_AREA = 0 0 84 84
### constraint.sdc
current_design downcount

set clk_period 2.8
set clk_io_pct 0.2

create_clock -name clk0 -period $clk_period [get_ports {Clock}]

set non_clock_inputs [all_inputs -no_clocks]
set_input_delay [expr $clk_period * $clk_io_pct] -clock clk0 $non_clock_inputs
set_output_delay [expr $clk_period * $clk_io_pct] -clock clk0 [all_outputs]
### design.v
module downcount (R, Resetn, Clock, E, L, Q);
parameter n = 8;
input [n-1:0] R;
input Resetn, Clock, L, E;
output reg [n-1:0] Q;
always @(negedge Resetn or posedge Clock)
if(!Resetn)
Q <= 0;
else if(L) begin
Q <= R;
end
else begin
if(E) Q <= Q - 1;
end
endmodule
==> GITHUB_STEP_SUMMARY <==
## Implementation flow summary

| Metric | Value |
|---|---|
| Status | completed |
| Vias | 427 |
| Chain of cells forming the critical path | clkdlybuf4s50_1 -> or4_1 -> nand3_1 |
| Yosys cell count | 53 |
| Area grow syn2layout | 61.4% |
| Power share of the clock group | 36.2% |
| Min-Delay Endpoint | Q[6] |
| Routability congestion estimate | 0.730 |
| Vias per cell | 3.47 |
| Diode count | 0 |
| Reg-to-reg startpoint | Q[0] |
| Crit path max fanout | 19 |
| Hold Crit Class | register to register |
| Worst R2R End | Q[6] |
| Comb power frac | 23.7% |
| Die Wd | 84 um |
| Area of the core | 3970 um^2 |
| Cell area leaders | dfrtp_1 (43%), nand2_1 (8.0%), xnor2_1 (5.6%), nand3_1 (5.4%), o21ai_0 (5.4%) |
| Req. time, crit path | 2.96 ns |
| Yosys cell types | 19 |
| GRT overflow | 0 |
| VDD IR max | 0.000115 V |
| Period utilisation layout | 64.7% |
| Max reg flops | 8 |
| Die area | 7060 um^2 |
| DR DRC count | 0 |
| IO Pins | 20 |
| Tally of OpenROAD warnings | 25 |
| Synth Instances | 53 |
| I/O Buffers | 19 |
| Row count | 23 |
| Fin. Hold Viols | 0 |
| Slew margin rel. | 61.3% |
| Clock Sinks | 8 |
| Drt wl/cell | 10.7 um |
| Clock Path Buffers | 2 |
| Cts bufs inserted | 3 |
| Flop pwr share | 40.1% |
| Achievable frequency | 552 MHz |
| Yosys reg bits | 8 |
| Fin worst setup slack | 0.990 ns |
| Dominant cell type by area after synthesis | dfrtp_1 |
| Power per Cell Area | 495 nW/um^2 |
| Register share after synthesis | 42.9% |
| Number of hold buffers added after cts | 0 |
| Yosys warning tally | 1 |
| Final setup fails | 0 |
| RSZ-0062 raised after global routing | no |
| Largest stage delay on the critical path | 0.71 ns |
| Hold wc startpoint | Q[6] |
| Gr usage total | 3.65% |
| WL final | 1310 um |
| CTS tree | done |
| Setup bufs post-CTS | 0 |
| Worst path slowest cell | clkdlybuf4s50_1 |
| Crit end category | register |
| Die Ht | 84 um |
| Reg2Reg Depth | 5 |
| Reg clk slew, reported paths | 0.04 ns |
| WS Path Type | primary input to register |
| Worst-Margin Slew | 0.578 ns |
| Post-Syn Area | 467 um^2 |
| Synth top area share | 42.9% |
| Placement Setup Slack | 0.756 ns |
| Regs by FF count | Q (8) |
| Antenna Nets Post-Route | 0 |
| Pwr Total | 0.373 mW |
| Worst hold path depth | 2 |
| Switching Share | 24.5% |
| Largest delay share family, worst path | buffers and inverters |
| Int Pwr | 0.281 mW |
| Largest net degree at the start of global routing | 20 |
| Fin. max-slew vios | 0 |
| Final cell count without fillers | 123 |
| Clk Latency, worst-skew pair | 0.22 ns |
| Maxcap violations | 0 |
| Ys flop type | dfrtp_1 |
| Crit path buffers/inverters | 1 |
| H-tree Lvls | 1 |
| Arr. time, crit path | 1.97 ns |
| Initial antenna violation count | 0 |
| Pleak | 0.302 nW |
| Synth Area per Inst | 8.81 um^2 |
| Number of global-route vias before repair | 468 |
| First-pass GRT wire length | 2130 um |
| R2r setup slk | 1.40 ns |
| Clk_skew | 0.00121 ns |
| EDFF count, synth | 0 |
| Cts repair resizes | 0 |
| Async set-reset flop share out of synthesis | 100% |
| Fp_density | 11.8% |
| Yosys Chip Area | 467 um^2 |
| Setup TNS | 0 ns |
| Most flops, register | Q |
| Root buffer cell | clkbuf_8 |
| Min Tclk post-route | 1.81 ns |
| Hpwl dp | 1070 um |
| P_sw | 0.0914 mW |
| CP Launch Type | primary input |
| DR iter-0 viols | 26 |
| Final Util | 19.0% |
| Cells after DPL | 120 |
| Fraction of layout cells with a size suffix above 1 | 5.48% |
| DRT Pass-1 Iters | 2 |
[cell usage in the layout, fill, tap and decap left out, drive strengths merged, types with 2 or more instances in the layout]
cell type / synthesis / routed
o21ai: 7 / 7
nor2: 3 / 3
xnor2: 3 / 3
a211o: 2 / 2
clkbuf: 2 / 3
nand3: 5 / 5
inv: 4 / 4
nand2: 10 / 10
clkdlybuf4s50: 0 / 19
dfrtp: 8 / 8
[tightest hold or removal path: stages (launching register included)]
cell and delay, ns:
dfrtp_1 0.37, or4_1 0.12, nand3_1 0.06
[synth_stat cells (2+ instances only)]
| cell | count |
|---|---|
| a211o_1 | 2 |
| clkbuf_1 | 2 |
| dfrtp_1 | 8 |
| inv_1 | 4 |
| nand2_1 | 10 |
| nand3_1 | 5 |
| nor2_1 | 3 |
| o21ai_0 | 5 |
| o21ai_1 | 2 |
| xnor2_1 | 3 |
[logic make-up after synthesis]
group                    Yosys count  synth area share [%]
AND/OR/NAND/NOR                   25                  30.8
buffers and inverters              6                  4.83
XOR/XNOR                           4                  7.51
AND-OR/OR-AND                      9                  11.3
flip-flops                         8                  42.9
adder cells (fa/ha/maj)            1                  2.68
[final cells by class]
cell class / count / area, um^2
inverters: 4 / 15.0
well taps: 50 / 62.6
flip-flops and latches: 8 / 200
multi-input cells: 39 / 244
repair buffers: 19 / 190
clock buffers: 3 / 41.3
fillers: 438 / 3220
[worst max path at each step]
stage | startpoint | endpoint | cells past startpoint
after global routing | L | Q[6] | 3
after CTS | L | Q[6] | 3
final | L | Q[6] | 3
[power groups by stage]
stage	Clock, mW	Combinational (mW)	Sequential, mW
4_1_cts	0.141	0.0911	0.150
5_1_grt	0.145	0.0995	0.153
6_report	0.135	0.0882	0.149
[metal layers]
layer	routed length, um	track usage (%)
met1	583	4.29
met2	607	5.64
met3	120	2.17
met4	0	0.609
met5	0	0
[metrics by stage]
step,hold slack (ns),instance area (um^2)
2_1_floorplan,0.264,467
3_3_place_gp,0.589,712
3_5_place_dp,0.603,712
4_1_cts,0.608,753
5_1_grt,0.635,753
6_report,0.605,753
No activity file was given, so power comes from the tool's default toggle rates.
