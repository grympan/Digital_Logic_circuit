==> ./design.v <==
module updowncount (R, Resetn, Clock, E, up_down, L, Q);
parameter n = 8;
input [n-1:0] R;
input Resetn, Clock, L, E, up_down;
output reg [n-1:0] Q;
always @(negedge Resetn or posedge Clock)
if(!Resetn)
Q <= 0;
else if(L)
Q <= R;
else
if(E) begin
if(up_down) Q <= Q + 1;
else Q <= Q - 1;
end
endmodule
==> ./run.sh <==
#!/bin/bash
# OpenROAD 26Q1-2900-gdf79404cd8, Yosys 0.63+post, stock flow scripts
make -C /OpenROAD-flow-scripts/flow DESIGN_CONFIG=/design/flow/config.mk WORK_HOME=/design/flow/orfs finish
==> ./config.mk <==
export PLATFORM = sky130hd
export DESIGN_NAME = updowncount
export DESIGN_NICKNAME = updowncount
export VERILOG_FILES = /design/flow/design.v
export SDC_FILE = /design/flow/constraint.sdc
export NUM_CORES = 4
export LEC_CHECK = 1
export CORE_AREA = 10 10 73 73
export DIE_AREA = 0 0 83 83
==> ./constraint.sdc <==
current_design updowncount

set clk_period 3.7
set clk_io_pct 0.2

create_clock -name clk0 -period $clk_period [get_ports {Clock}]

set non_clock_inputs [all_inputs -no_clocks]
set_input_delay [expr $clk_period * $clk_io_pct] -clock clk0 $non_clock_inputs
set_output_delay [expr $clk_period * $clk_io_pct] -clock clk0 [all_outputs]
==> impl_metrics.env <==
# implementation run metrics
export IMPL_drcViolationCount=0
export IMPL_ios=21
export IMPL_final_hold_viol_count=0
export IMPL_hpwl_mm=1.41
export IMPL_antenna_left=0
export IMPL_drt_total_wl_mm=1.72
export IMPL_syn_inst=75
export IMPL_grt_pass1_vias=661
export IMPL_fin_crit_sh_pct=78.7
export IMPL_grt_pass1_wl_mm=2.97
export IMPL_die_area_mm2=0.00689
export IMPL_placed_area_um2=916
export IMPL_cts_sinks=8
export IMPL_antenna_found_initial=0
export IMPL_vias_per_cell=4.49
export IMPL_syn_area_per_cell_um2=8.89
export IMPL_post_cts_buffers=0
export IMPL_critPathCaptureType="register"
export IMPL_crit_type="in -> reg"
export IMPL_hold_depth=2
export IMPL_r2r_end="Q[7]"
export IMPL_tightest_slew_ps=547
export IMPL_synth_distinct_cells=30
export IMPL_top_regs="Q x8"
export IMPL_hold_end="Q[5]"
export IMPL_initial_core_util_pct=17.8
export IMPL_cts_max_path_buffers=2
export IMPL_fp_row_count=22
export IMPL_r2r_start="Q[2]"
export IMPL_cts_root_buffer="clkbuf_8"
export IMPL_synth_seq_cells=8
export IMPL_largest_reg_flops=8
export IMPL_setup_viol=0
export IMPL_p_sw_share_pct=30.4
export IMPL_place_congestion=0.917
export IMPL_rrSetupSlack_ps=1660
export IMPL_fmax_mhz=343
export IMPL_required_ps=3830
export IMPL_synth_warnings=1
export IMPL_grt_usage_pct=4.83
export IMPL_synth_seq_share_pct=30.0
export IMPL_worst_slack_ps=788
export IMPL_worst_clock_skew_ps=0.801
export IMPL_finalSetupTns_ps=0
export IMPL_outcome="finished, final reports clean"
export IMPL_start_kind="primary input"
export IMPL_dieHeight_um=83
export IMPL_ys_async_sr_fraction_pct=100
export IMPL_wire_per_inst_um=12.0
export IMPL_relSlewSlack_pct=63.4
export IMPL_ff_type="dfrtp_1"
export IMPL_final_max_slew_viol_count=0
export IMPL_ys_cells=75
export IMPL_num_vias=642
export IMPL_worstSkewPairLatency_ps=220
export IMPL_leakage_nw=0.395
export IMPL_utilization_pct=25.6
export IMPL_hold_start="Q[5]"
export IMPL_drive_gt1_share_pct=5.26
export IMPL_regMostFlops="Q"
export IMPL_cts_hold_buf=0
export IMPL_peakVddDrop_mv=0.136
export IMPL_r2r_cells=6
export IMPL_warnings=25
export IMPL_syn_area_um2=667
export IMPL_place_ws_ps=554
export IMPL_p_switching_mw=0.114
export IMPL_synth_edff_count=0
export IMPL_firstDrtPassIters=2
export IMPL_p_per_area_mw_per_mm2=391
export IMPL_fin_crit_ps=2910
export IMPL_synth_top_area_share_pct=30.0
export IMPL_crit_arrival_ps=3040
export IMPL_power_frac_seq_pct=31.2
export IMPL_p_comb_share_pct=41.6
export IMPL_numCtsBuffers=3
export IMPL_total_power_mw=0.374
export IMPL_final_area_um2=957
export IMPL_io_buffers=20
export IMPL_drt_iter0_drc=4
export IMPL_coreArea_mm2=0.00374
export IMPL_htreeDepth=1
export IMPL_grt_max_degree=19
export IMPL_die_width_um=83
export IMPL_antenna_cells=0
export IMPL_cts_tree="built"
export IMPL_rsz0062_at_grt="false"
export IMPL_syn_to_final_growth_pct=43.5
export IMPL_top_cells_by_area="dfrtp_1 30%, ha_1 11%, o21ai_0 5.3%"
export IMPL_path_max_fanout=7
export IMPL_min_path_type="reg -> reg"
export IMPL_p_clk_share_pct=27.2
export IMPL_maxCapViolCount=0
export IMPL_synth_top_cell_by_area="dfrtp_1"
export IMPL_ys_area_um2=667
export IMPL_overflow=0
export IMPL_intPower_mw=0.260
export IMPL_cts_resized=0
export IMPL_path_clk_slew_ps=40
kinds of logic (layout without fill, tap and decap cells):
logic type / after synthesis / in the layout / share of synthesized area (%)
AND-OR/OR-AND: 27 / 27 / 25.5
XOR/XNOR: 3 / 3 / 3.94
adder cells (fa/ha/maj): 7 / 7 / 14.3
buffers and inverters: 5 / 25 / 2.81
flip-flops: 8 / 8 / 30.0
multiplexers: 3 / 3 / 4.69
AND/OR/NAND/NOR: 22 / 22 / 18.8
power groups by stage:
| stage | clock (mW) | combinational (mW) | sequential (mW) |
|---|---|---|---|
| final | 0.102 | 0.156 | 0.117 |
| after global routing | 0.111 | 0.175 | 0.119 |
| after CTS | 0.106 | 0.157 | 0.117 |
metal layers:
layer	routed length [um]	share of wire, %	GRT usage [%]
met2	878	51	8.59
met1	739	43	5.47
met4	26	1.5	1.23
met5	0	0	0
met3	73	4.3	1.38
layout make-up:
class | count | area, um2
fill | 407 | 2790
tap | 48 | 60.1
clock buffer | 3 | 41.3
sequential | 8 | 200
multi-input combinational | 62 | 448
inverter | 2 | 7.51
timing repair buffer | 20 | 200
worst max path at each step:
stage | endpoint | depth (start not counted) | from
6_report | Q[7] | 8 | up_down
5_1_grt | Q[7] | 8 | up_down
4_1_cts | Q[7] | 8 | up_down
synth_stat cells (all sizes together) (2+ instances only):
library cell	instances
inv	2
nand2	9
xnor2	3
dfrtp	8
nand4b	2
a211oi	3
clkbuf	3
nor2	2
a21oi	6
ha	6
o21bai	2
o21ai	8
mux2i	2
a21o	3
nor4b	2
stage by stage:
step | std cells | hold slack, ps
after global routing | 143 | 612
after detailed placement | 140 | 561
final | 143 | 576
after global placement | 140 | 560
after floorplan | 75 | 444
after CTS | 143 | 581
critical path, cell delays in order:
cell and delay (ps):
clkdlybuf4s50_1 540, inv_1 170, ha_1 410, o21ai_1 90, or3_1 370, and4_4 190
o31a_1 290, o31ai_1 220
cell usage in the layout (no fill, tap or decap), types with 3 or more instances in the layout:
master,count
dfrtp_1,8
a21o_1,3
nand2_1,9
xnor2_1,3
a21oi_1,6
a211oi_1,3
o21ai_0,7
ha_1,6
clkbuf_8,3
clkdlybuf4s50_1,20
Power figures rest on the tool's default switching activity, not on a simulated workload.
