$ cat constraint.sdc
current_design upcount

set clk_period 1.4
set clk_io_pct 0.2

create_clock -name clk0 -period $clk_period [get_ports {Clock}]

set non_clock_inputs [all_inputs -no_clocks]
set_input_delay [expr $clk_period * $clk_io_pct] -clock clk0 $non_clock_inputs
set_output_delay [expr $clk_period * $clk_io_pct] -clock clk0 [all_outputs]
$ cat config.mk
export PLATFORM = sky130hd
export DESIGN_NAME = upcount
export DESIGN_NICKNAME = upcount
export VERILOG_FILES = /design/flow/design.v
export SDC_FILE = /design/flow/constraint.sdc
export NUM_CORES = 4
export LEC_CHECK = 1
export CORE_AREA = 10 10 70 70
export DIE_AREA = 0 0 80 80
$ cat design.v
module upcount (R, Resetn, Clock, E, L, Q);
input [3:0] R;
input Resetn, Clock, E, L;
output reg [3:0] Q;
always @(negedge Resetn or posedge Clock)
if(!Resetn) begin
Q<=0;
end
else if(L) begin
Q<=R;
end
else begin
if(E) begin
Q<=Q + 1;
end
end
endmodule
$ cat run.sh
#!/bin/bash
# OpenROAD 26Q1-2900-gdf79404cd8, Yosys 0.63+post, stock flow scripts
make -C /OpenROAD-flow-scripts/flow DESIGN_CONFIG=/design/flow/config.mk WORK_HOME=/design/flow/orfs finish
==> deck_impl_summary.md <==
Run Summary

Drt
  – Initial drt markers: 4
  – Drt total wl: 709 um
  – DRC: 0
  – Router iterations before antenna repair: 2
  – Avg WL per Cell: 8.542 um
  – Vias per cell: 2.554
  – Vias: 212
  – Post-route ant nets: 0
  – Antenna diodes: 0

Power
  – Leak Pwr: 0.1817 nW
  – Max VDD drop: 0.2459 mV
  – Pwr per Cell Area: 928.7 nW/um2

Worst setup path
  – Slowest stage delay, CP: 470 ps
  – Setup CP Type: reg -> out
  – Slowest CP cell: clkdlybuf4s50_1
  – CP required: 1120 ps
  – Crit path DAT: 1070 ps
  – Highest net fanout along the worst path: 2
  – Number of cells on the worst reg-to-reg path: 5
  – R2R Setup Slk: 250 ps
  – RR Endpoint: Q[2]
  – Crit-path cells: clkdlybuf4s50_1
  – Buf+Inv Stages, Crit Path: 1
  – Reg-to-Reg Start: Q[1]
  – Crit end category: output port
  – Worst Setup EP: Q[1]
  – Critical path launch point: Q[1]
  – Startpoint types: register
  – Crit. path cell count: 1
  – Crit path max-delay family: buffers and inverters

Finish
  – Share of cells above drive strength 1: 0.2703
  – Area delta synth->final: 113.6%
  – Commonest Layout Cell: clkdlybuf4s50_1
  – Final Util: 0.1267
  – Fillers: 397
  – Post-Layout Cell Count: 83
  – Most frequent cells in the layout: 10 x clkdlybuf4s50_1, 5 x buf_4, 4 x dfrtp_1, 4 x nand2_1
  – Largest regs: Q: 4 flops
  – Final Instance Area: 432.9 um2
  – Largest register FFs: 4
  – Largest register by flop count: Q

Place
  – Pre-CTS WS: -27.18 ps
  – Placer Congestion: 0.7766
  – Post-DP HPWL: 577.6 um
  – I/O Buffers: 11
  – Post-place instance area: 385.4 um2
  – Placed insts: 77

Synth
  – Post-Synth Simple-Gate Area: 0.1358
  – Synthesized cell area: 202.7 um2
  – Post-synth mux share: 0.1049
  – Fa+ha+maj area frac: 0.06173
  – Yosys warning total: 1
  – Synthesized instance count: 18
  – Distinct cells, synth: 9
  – AND-OR/OR-AND Cells, Area Fraction: 0.07407
  – Post-Syn Area per Cell: 11.26 um2
  – # Cells Yosys: 18
  – Main logic family: simple AND/OR/NAND/NOR gates
  – Xor/xnor share: 0.1296
  – #FFs+latches synth: 4
  – Yosys synthesis chip area: 202.7 um2
  – Register share after synthesis: 0.4938

Timing
  – Clock skew: 0.7273 ps
  – RSZ-0062 raised after global routing: no
  – Final hold vios: 0
  – Slew margin rel.: 0.8748
  – Clock period minus worst slack: 1346 ps
  – Fmax: 742.8 MHz
  – # setup viols final: 0
  – Post-layout worst setup margin: 53.70 ps
  – Max-slew violation count: 0
  – Worst Max-Slew Pin Slew: 187.2 ps
  – Cycle use final: 0.9616

Global route
  – Largest net degree at the start of global routing: 7
  – Initial antenna violation count: 0
  – Gr ovfl total: 0
  – Gr usage total: 0.02554
  – First-pass GRT wire length: 1179 um
  – Number of global-route vias before repair: 220

Clock tree
  – CTS Buf Count: 3
  – Worst-Skew Late Latency: 240 ps
  – Longest Clk Path Bufs: 2
  – Hold_buf cts: 0
  – Clk root buf: clkbuf_4
  – Clock transition at path regs: 40 ps
  – H-tree levels: 1
  – Sink Count: 4
  – CTS tree: yes

Floorplanning
  – Ports: 12
  – Die footprint: 6400 um2
  – Fp_density: 0.05934
  – # rows: 21
  – Core box area: 3416 um2
  – Die H: 80 um
  – Die width: 80 um

Job
  – Number of max-cap violations: 0
  – Log Warnings: 25

Worst hold path
  – Worst Hold Class: in -> async

Outcome
  – Status: complete, no violations
==> cell families after synthesis <==
group | count (synthesis)
muxes | 2
and+or+nand+nor | 5
AOI/OAI and AO/OA | 3
adders and majority gates | 1
xor gates and xnor gates | 3
DFF | 4
==> layer usage <==
layer | share of wire | GRT usage | routed length [um] | vias up
met5 | 0 | 0 | 0 | -
met4 | 0 | 0.001761 | 0 | 0
met3 | 0.30 | 0.03864 | 212 | 0
met2 | 0.24 | 0.02327 | 171 | 15
met1 | 0.46 | 0.03081 | 326 | 96
li1 | - | - | - | 101
==> synth_stat cells <==
master / number / share of area
mux2i_1: 1 / 0.049
nand2_1: 4 / 0.074
ha_1: 1 / 0.062
xor2_1: 1 / 0.043
xnor2_1: 2 / 0.086
mux2_2: 1 / 0.056
o21ai_0: 3 / 0.074
dfrtp_1: 4 / 0.49
nand4_2: 1 / 0.062
==> final cells by class <==
type | count | area [um2] | share of cell area
clock buffer | 3 | 22.52 | 0.05202
multi-input combinational | 14 | 102.6 | 0.2370
sequential | 4 | 100.1 | 0.2312
tap | 46 | 57.56 | 0.1329
timing repair buffer | 16 | 150.1 | 0.3468
==> worst min-delay path by stage <==
| stage | cells past startpoint | startpoint | endpoint | slack [ps] |
|---|---|---|---|---|
| 4_1_cts | 1 | Resetn | Q[1] | 250 |
| 5_1_grt | 1 | Resetn | Q[2] | 260 |
| 6_report | 1 | Resetn | Q[2] | 250 |
==> through the flow <==
step	TNS (ps)	hold WS (ps)	total power, mW
2_1_floorplan	0	-15.59	0.1748
3_3_place_gp	-18.90	501.0	0.2403
3_5_place_dp	-27.18	499.9	0.2452
4_1_cts	0	248.0	0.4131
5_1_grt	0	257.6	0.4320
6_report	0	247.5	0.4020
==> where the power goes <==
part / internal (mW) / leakage (nW) / switching [mW]
combinational: 0.0791 / 0.120 / 0.0385
clock: 0.0959 / 0.0138 / 0.0477
sequential: 0.132 / 0.0478 / 0.00910
==> repair_timing <==
item / 4_1_cts / 5_1_grt
pin swaps: 0 / 0
setup endpoints to repair: 3 / 1
gates cloned: 0 / 0
resized: 0 / 1
setup buffers: 3 / 0
Power figures rest on the tool's default switching activity, not on a simulated workload.
